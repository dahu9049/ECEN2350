**./design.v**
```verilog
module ClkDividerIncrement(
input mclk,
output reg [15:0] led
);
reg [26:0] count = 0;
always @(posedge mclk) begin
    if(count == 100000 - 1) begin
        count <= 0;
        led = led + 1;
    end
        else begin
            count <= count + 1;
        end
end
endmodule
```
**./run.sh**
```bash
#!/bin/bash
# OpenROAD 26Q1-2900-gdf79404cd8, Yosys 0.63+post, stock flow scripts
make -C /OpenROAD-flow-scripts/flow DESIGN_CONFIG=/design/flow/config.mk WORK_HOME=/design/flow/orfs finish
```
**./config.mk**
```make
export PLATFORM = sky130hd
export DESIGN_NAME = ClkDividerIncrement
export DESIGN_NICKNAME = ClkDividerIncrement
export VERILOG_FILES = /design/flow/design.v
export SDC_FILE = /design/flow/constraint.sdc
export NUM_CORES = 4
export LEC_CHECK = 1
export CORE_UTILIZATION = 40
```
**./constraint.sdc**
```tcl
current_design ClkDividerIncrement

set clk_period 4.0
set clk_io_pct 0.2

create_clock -name clk0 -period $clk_period [get_ports {mclk}]

set non_clock_inputs [all_inputs -no_clocks]
set_input_delay [expr $clk_period * $clk_io_pct] -clock clk0 $non_clock_inputs
set_output_delay [expr $clk_period * $clk_io_pct] -clock clk0 [all_outputs]
```
==> reports/qor.csv <==
metric,value,unit
status,"complete, no violations",
finalInstanceArea,2200,um2
largest_area_cell,dfxtp_1,
drt-pass1-iter-count,21,
synth-edff-count,16,
antenna_left,0,
diodes,0,
initial_core_util,42.5,%
min_path_type,reg -> reg,
hp-start,count[0],
area_delta_synth_final,16.3,%
hpwlAfterDp,2.28,mm
cts-root-buf,clkbuf_8,
placed_cell_area,2120,um2
leakage,0.773,nW
yosys.stat.seqShare,54.0,%
htreeDepth,2,
top_cell_area_share,28.6,%
total_power,0.000704,W
synth_warnings,1,
gr-usage-all-layers,15.2,%
via_per_inst,5.36,
utilization,49.4,%
synthCells,174,
ys_chip_area,1890,um2
drc,0,
cts.clk_slew.worst_paths,0.07,ns
layoutNonFillerInstCount,250,
rows,24,
ys_ff,43,
min_path_cells,1,
ctsResizeCount,0,
layout.area.comb,852,um2
drt_iter0_drc,78,
fillers,396,
synth-async-reset-ratio,0,%
setup.worst_path.class,reg -> reg,
max_cap_violations,0,
die_x,70.7,um
postCtsSetupBuffers,0,
r2r-end,led[1],
core_area,4440,um2
clk_latency,0.29,ns
ys_types,23,
top_cells_by_count,"dfxtp_1, xnor2_1, edfxtp_1, nand4_1",
tool_warnings,25,
ff2ff_path_depth,5,
synth_stat.cells,174,
hold_buffers,0,
cts_tree,built,
reg2reg_slack,1.82,ns
relSlewSlack,57.4,%
io_pins,17,
setup-tns-final,0,ns
drt-total-wl,3.19,mm
cts_buffers,5,
die_y,70.7,um
period_used_share,54.5,%
cts.path.max_buffers,2,
drive_above_1_share,5.56,%
final-seq-area,1020,um2
rsz0062_at_grt,false,
topCellsByArea,"dfxtp_1, edfxtp_1, xnor2_1",
syn_avg_cell_area,10.9,um2
startpoint,count[0],
antenna_found_initial,0,
post-synth-top-count-cell,dfxtp_1,
clock_skew,0.00666,ns
ff_type,dfxtp_1,
overflow,0,
port-buffer-count,16,
vias,1340,
grt_pass1_vias,1312,
period_needed,2.18,ns
required,3.98,ns
die-area,5000,um2
maxSlewViolCount,0,
grt_max_degree,17,
reg2reg_from,count[0],
fmax,458,MHz
end_kind,flop,
p_per_area,321,nW/um2
finalHoldViolCount,0,
vdd_drop_max,0.193,mV
gp_congestion,0.806,
cts.sinks,43,
finalSetupViolCount,0,
cp_max_fo,16,
dp.cells,242,
syn-cell-area,1890,um2
wire_per_inst,12.8,um
worst_slew_pin_slew,0.636,ns
startpoint_type,flop,
holdPathEnd,count[0],
cp.arrival,2.16,ns
grt_pass1_wl,5.89,mm
==> per-stage QoR <==
| stage | hold WS (ns) | setup WS (ns) |
|---|---|---|
| 2_1_floorplan | 0.418 | 1.72 |
| 3_3_place_gp | 0.432 | 1.88 |
| 3_5_place_dp | 0.438 | 1.81 |
| 4_1_cts | 0.449 | 1.80 |
| 5_1_grt | 0.481 | 1.64 |
| 6_report | 0.450 | 1.82 |
==> final cells by class <==
cell class	instances	share of cell area (%)
Timing Repair Buffer	17	7.63
Multi-Input combinational cell	127	38.8
Sequential cell	43	46.5
Inverter	3	0.513
Clock buffer	6	3.30
Clock inverter	2	0.342
Tap cell	52	2.96
==> registers in the layout (all words and copies together), names as in the netlist <==
name and flops:
count 27, led 16
==> routing by layer <==
metal,vias to the layer above,track usage (%),wire [um]
met4,0,2.67,0
met2,49,22.3,1430
met1,616,24.3,1550
met3,0,3.90,207
li1,675,-,-
met5,-,0,0
==> layout by cell type, fill, tap and decap left out, drive strengths merged <==
master	instances
clkbuf	6
and2	1
clkinv	2
clkdlybuf4s50	16
buf	1
nor3	7
inv	3
edfxtp	16
and4	5
or3	3
and3	5
nand2	13
nand3	13
nand4	17
dfxtp	27
ha	2
nor4	7
o21ai	1
xor2	12
a21oi	1
xnor2	26
nor2b	1
nor2	13
==> where the power goes <==
| part | total, W | internal (W) | switching [W] |
|---|---|---|---|
| Clock | 0.000255 | 0.000119 | 0.000136 |
| Sequential | 0.000450 | 0.000450 | 0 |
| Combinational | 0.000000000330 | 0 | 0 |
| Total | 0.000704 | 0.000569 | 0.000136 |
==> worst max-delay path by stage <==
stage                 slack, ns      to
final                      1.82  led[1]
after global routing       1.64  led[1]
after CTS                  1.80  led[1]
==> critical path: stages (launching register included) <==
cell     delay [ns]
dfxtp_1        0.35
ha_1           0.22
and4_1         0.30
nand2_1        0.08
nor3_2         0.56
buf_4          0.36
==> logic make-up (layout without fill, tap and decap cells) <==
kind of cell | count (synthesis) | after routing | share of synthesized area, %
DFF | 43 | 43 | 54.0
AOI/OAI and AO/OA | 2 | 2 | 0.728
buffers and inverters | 4 | 28 | 0.861
adders and majority gates | 2 | 2 | 1.32
xor gates and xnor gates | 38 | 38 | 17.6
and+or+nand+nor | 85 | 85 | 25.4
Power and IR drop assume default switching activity.
