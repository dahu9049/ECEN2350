**config.mk**
```make
export PLATFORM = sky130hd
export DESIGN_NAME = stopwatch
export DESIGN_NICKNAME = stopwatch
export VERILOG_FILES = /design/flow/design.v
export SDC_FILE = /design/flow/constraint.sdc
export NUM_CORES = 4
export LEC_CHECK = 1
export CORE_UTILIZATION = 30
```
**constraint.sdc**
```tcl
current_design stopwatch

set clk_period 4.2
set clk_io_pct 0.2

create_clock -name clk0 -period $clk_period [get_ports {clock}]

set non_clock_inputs [all_inputs -no_clocks]
set_input_delay [expr $clk_period * $clk_io_pct] -clock clk0 $non_clock_inputs
set_output_delay [expr $clk_period * $clk_io_pct] -clock clk0 [all_outputs]
```
**design.v**
```verilog
module stopwatch(
    input clock,
    input reset,
    input start,
    output a, b, c, d, e, f, g, dp,
    output [3:0] an
    );
reg [3:0] reg_d0, reg_d1, reg_d2, reg_d3;  
reg [22:0] ticker;  
wire click;
always @ (posedge clock or posedge reset)
begin
 if(reset)
  ticker <= 0;
 else if(ticker == 5000000)  
  ticker <= 0;
 else if(start)  
  ticker <= ticker + 1;
end
assign click = ((ticker == 5000000)?1'b1:1'b0);  
always @ (posedge clock or posedge reset)
begin
 if (reset)
  begin
   reg_d0 <= 0;
   reg_d1 <= 0;
   reg_d2 <= 0;
   reg_d3 <= 0;
  end
 else if (click)  
  begin
   if(reg_d0 == 9)  
   begin   
    reg_d0 <= 0;
    if (reg_d1 == 9)  
    begin   
     reg_d1 <= 0;
     if (reg_d2 == 5)  
     begin  
      reg_d2 <= 0;
      if(reg_d3 == 9)  
       reg_d3 <= 0;
      else
       reg_d3 <= reg_d3 + 1;
     end
     else  
      reg_d2 <= reg_d2 + 1;
    end
    else  
     reg_d1 <= reg_d1 + 1;
   end 
   else  
    reg_d0 <= reg_d0 + 1;
  end
end
localparam N = 18;
reg [N-1:0]count;
always @ (posedge clock or posedge reset)
 begin
  if (reset)
   count <= 0;
  else
   count <= count + 1;
 end
reg [6:0]sseg;
reg [3:0]an_temp;
reg reg_dp;
always @ (*)
 begin
  case(count[N-1:N-2])
   2'b00 : 
    begin
     sseg = reg_d0;
     an_temp = 4'b1110;
     reg_dp = 1'b1;
    end
   2'b01:
    begin
     sseg = reg_d1;
     an_temp = 4'b1101;
     reg_dp = 1'b0;
    end
   2'b10:
    begin
     sseg = reg_d2;
     an_temp = 4'b1011;
     reg_dp = 1'b1;
    end
   2'b11:
    begin
     sseg = reg_d3;
     an_temp = 4'b0111;
     reg_dp = 1'b0;
    end
  endcase
 end
assign an = an_temp;
reg [6:0] sseg_temp; 
always @ (*)
 begin
  case(sseg)
   4'd0 : sseg_temp = 7'b1000000;
   4'd1 : sseg_temp = 7'b1111001;
   4'd2 : sseg_temp = 7'b0100100;
   4'd3 : sseg_temp = 7'b0110000;
   4'd4 : sseg_temp = 7'b0011001;
   4'd5 : sseg_temp = 7'b0010010;
   4'd6 : sseg_temp = 7'b0000010;
   4'd7 : sseg_temp = 7'b1111000;
   4'd8 : sseg_temp = 7'b0000000;
   4'd9 : sseg_temp = 7'b0010000;
   default : sseg_temp = 7'b0111111;  
  endcase
 end
assign {g, f, e, d, c, b, a} = sseg_temp; 
assign dp = reg_dp;
endmodule
```
**run.sh**
```bash
#!/bin/bash
# OpenROAD 26Q1-2900-gdf79404cd8, Yosys 0.63+post, stock flow scripts
make -C /OpenROAD-flow-scripts/flow DESIGN_CONFIG=/design/flow/config.mk WORK_HOME=/design/flow/orfs finish
```
==> impl_metrics.py <==
# Metrics from the implementation run
metrics = {
    "synth": {
        "top_cell_area_share": 0.462,
        "syn-instance-count": 307,
        "top_area_cell": "dfrtp_1",
        "synth_cell_types": 48,
        "synth.area.top_cells": "dfrtp_1, xnor2_1, xor2_1",
        "edf_count": 0,
        "ys_seq_frac": 0.462,
        "ys_warn_count": 1,
        "syn_area_mm2": 0.00309,
        "yosysChipArea_mm2": 0.00309,
        "async_flop_share": 1.00,
        "yosysCellCount": 307,
        "syn_area_per_cell_um2": 10.1,
        "numSynthFlops": 57,
        "yosys_most_used_dff": "dfrtp_1",
    },
    "detailed_routing": {
        "wl_mm": 5.84,
        "viasPerCell": 4.92,
        "firstDrtPassIters": 4,
        "dr_wl_met2_mm": 2.59,
        "m1WireLength_mm": 2.96,
        "detail_route.wl_per_cell_um": 12.5,
        "routed-via-count": 2294,
        "drcViolationCount": 0,
        "route.met3.wl_um": 227,
        "antenna_left": 0,
        "drtIter0Drc": 126,
        "diodes": 0,
        "routed.top_layer": "met4",
    },
    "floorplan": {
        "core_area_mm2": 0.00986,
        "die_area_mm2": 0.0107,
        "dieWidth_um": 103,
        "ios": 15,
        "initial_utilization": 0.313,
        "rows": 36,
        "die_h_um": 103,
    },
    "worst_setup_path": {
        "reg2reg_depth": 4,
        "start_kind": "register",
        "crit_chain": "mux4_2, nor2_1, mux2_2, o21ai_1, clkdlybuf4s50_1",
        "critPathArrivalTime_ns": 2.60,
        "timing.rr.start": "reg_d0[1]",
        "cp_max_fo": 9,
        "rr_endpoint": "reg_d3[1]",
        "crit_slowest_cell": "mux4_2",
        "endpoint_kind": "primary output",
        "max_stage_delay_ns": 0.64,
        "worstPathRequired_ns": 3.36,
        "path_class": "reg -> out",
        "crit_buf_inv": 1,
        "path_delay_family": "multiplexers",
        "reg2reg_slack_ns": 2.20,
    },
    "timing": {
        "setup-violations-final": 0,
        "hold_viol": 0,
        "fmax_mhz": 291,
        "slew_headroom": 0.586,
        "finalSetupTns_ns": 0,
        "tightest_slew_ns": 0.615,
        "fin_ws_ns": 0.762,
        "rsz0062_at_grt": "no",
        "final_max_slew_viol_count": 0,
        "period_minus_slack_ns": 3.44,
        "finalClockPeriodUsage": 0.819,
        "finClkSkew_ns": 0.00608,
    },
    "pwr": {
        "p_per_area_mw_per_mm2": 375,
        "total_leakage_power_nw": 1.55,
        "ir_drop_mv": 0.244,
    },
    "clocking": {
        "post_cts_buffers": 0,
        "htreeDepth": 3,
        "root_buffer": "clkbuf_8",
        "cts_resized": 0,
        "clkTransAtPathRegs_ns": 0.07,
        "insertion_delay_ns": 0.33,
        "cts_buffers": 9,
        "cts_tree": "built",
        "clock_sinks": 57,
        "cts_max_path_buffers": 2,
        "postCtsHoldBufs": 0,
    },
    "placed_design": {
        "port_buffers": 14,
        "post-place-ws_ns": 1.11,
        "hpwlAfterDp_mm": 4.01,
        "routabilityCongestion": 0.841,
    },
    "layout": {
        "areaGrowthSynthToFinish_pct": 17.1,
        "logic_area_mm2": 0.00155,
        "drive_above_1_share": 0.108,
        "seq_area_mm2": 0.00143,
        "postLayoutCoreUtil": 0.367,
        "fillers": 942,
        "final_cell_mix": "dfrtp_1, nand2_1, xnor2_1, inv_1",
        "lay_top_count": "dfrtp_1",
    },
    "grt": {
        "grt_pass1_vias": 2166,
        "grt_max_degree": 31,
        "grt_pass1_wl_mm": 10.4,
        "antenna_found_initial": 0,
        "grt_use_total": 0.125,
        "gr-total-overflow": 0,
    },
    "worst_hold_path": {
        "hold_end": "count[5]",
        "hold_class": "reg -> reg",
        "hp-start": "count[5]",
        "whs_path_depth": 1,
    },
    "run": {
        "drv_cap": 0,
        "warnings": 28,
    },
    "status": {
        "status": "finished clean",
    },
}
## stage by stage
step	cells	cell area [µm²]	hold WS, ns	total power [W]
global placement	450	3380	0.456	0.000744
global route	466	3620	0.496	0.00143
floorplan	307	3090	0.439	0.000715
finish	466	3620	0.466	0.00136
CTS	466	3620	0.471	0.00138
detailed placement	450	3380	0.457	0.000746
## metal layers
layer | global-route usage | vias up
li1 | - | 1136
met3 | 0.0225 | 6
met2 | 0.177 | 29
met4 | 0.0163 | 0
met5 | 0 | -
met1 | 0.211 | 1123
## where the power goes
| part | leakage, nW | switching (W) | total (W) | internal (W) |
|---|---|---|---|---|
| clock | 0.115 | 0.000229 | 0.000623 | 0.000394 |
| sequential | 0.749 | 0.0000514 | 0.000633 | 0.000581 |
| combinational | 0.686 | 0.0000551 | 0.000103 | 0.0000481 |
## kinds of logic (layout without fill, tap and decap cells)
| kind of cell | after synthesis | after routing | share of synthesized area |
|---|---|---|---|
| AND-OR/OR-AND | 27 | 27 | 0.0551 |
| XOR/XNOR | 40 | 40 | 0.113 |
| adder cells (fa/ha/maj) | 6 | 6 | 0.0243 |
| buffers and inverters | 27 | 53 | 0.0368 |
| flip-flops | 57 | 57 | 0.462 |
| multiplexers | 12 | 12 | 0.0567 |
| AND/OR/NAND/NOR | 138 | 138 | 0.252 |
## cells in the mapped netlist (7+ instances only)
cell      n
dfrtp_1  57
inv_1    21
nand2_1  24
nand3_1  18
nand4_1  13
nor2_1   18
nor3_1   13
nor4_1    9
o21ai_0   7
xnor2_1  23
xor2_1   17
## layout make-up
type | count | area share
inverters | 21 | 0.0218
flip-flops and latches | 57 | 0.394
multi-input cells | 223 | 0.428
repair buffers | 16 | 0.0429
well taps | 133 | 0.0460
clock inverters | 7 | 0.0328
clock buffers | 9 | 0.0342
## worst max-delay path by stage
stage | slack (ns) | cells after the start | endpoint | start
5_1_grt | 0.59 | 5 | d | count[17]
4_1_cts | 0.73 | 5 | d | count[17]
6_report | 0.76 | 5 | d | count[17]
## flip-flops by register name, indices dropped and copies added (netlist names)
signal  cells
reg_d2      4
reg_d1      4
reg_d0      4
ticker     23
count      18
reg_d3      4
## worst register-to-register path, cell delays in order, from the launching register on
cell     delay, ns
dfrtp_1       0.44
nor3b_1       0.38
nand4_1       0.40
nor3_1        0.32
mux2_2        0.36
Power and IR drop assume default switching activity.
