<file path="design/flow/config.mk">
export PLATFORM = sky130hd
export DESIGN_NAME = msStopwatch
export DESIGN_NICKNAME = msStopwatch
export VERILOG_FILES = /design/flow/design.v
export SDC_FILE = /design/flow/constraint.sdc
export NUM_CORES = 4
export LEC_CHECK = 1
export CORE_UTILIZATION = 30
</file>
<file path="design/flow/constraint.sdc">
current_design msStopwatch

set clk_period 1.1
set clk_io_pct 0.2

create_clock -name clk0 -period $clk_period [get_ports {btn}]
create_clock -name clk1 -period $clk_period [get_ports {mclk}]

set non_clock_inputs [all_inputs -no_clocks]
set_input_delay [expr $clk_period * $clk_io_pct] -clock clk0 $non_clock_inputs
set_output_delay [expr $clk_period * $clk_io_pct] -clock clk0 [all_outputs]
</file>
<file path="design/flow/design.v">
module msStopwatch(
    input mclk,
    input [1:0] btn,  
    output reg [3:0] D1_a,
    output reg [7:0] D1_seg
);
reg [26:0] count = 0;
reg [2:0] digitSelect = 0;
reg [3:0] digit0, digit1, digit2, digit3;
reg start = 1;
wire [7:0] seg0, seg1, seg2, seg3;
binEncode be0(digit0, seg0); 
binEncode be1(digit1, seg1);     
binEncode be2(digit2, seg2);     
binEncode be3(digit3, seg3);
always @(posedge mclk) begin  
    if(count == 100000 - 1) begin
        digitSelect <= digitSelect + 1;
        case(digitSelect)
            2'b00 : begin
                        D1_seg <= seg0;
                        D1_a <= 4'b1110;
                    end
            2'b01 : begin
                        D1_seg <= seg1;
                        D1_a <= 4'b1101;
                    end
            2'b10 : begin
                        D1_seg <= seg2;
                        D1_a <= 4'b1011;
                    end
            2'b11 : begin
                        D1_seg = seg3;
                        D1_seg[7] = 0;
                        D1_a <= 4'b0111;
                    end
        endcase
    end
end
always@(posedge btn[1])begin  
    start <= ~start;
end
always@(posedge mclk) begin  
        if(count == 100000 - 1) count <= 0;
        else count <= count + 1;
end
always@(posedge mclk or posedge btn[0]) begin  
    if(btn[0]) begin
        digit0 <= 0;
        digit1 <= 0;
        digit2 <= 0;
        digit3 <= 0;
    end
    else if((start) & (count == 100000 - 1)) begin
        digit0 <= digit0 + 1;
        if(digit0 == 10) begin
            digit0 <= 0;
            digit1 <= digit1 + 1;
        end
        if(digit1 == 10) begin
            digit1 <= 0;
            digit2 <= digit2 + 1;
            end
        if(digit2 == 10) begin
            digit2 <= 0;
            digit3 <= digit3 + 1;
        end
        if(digit3 == 10) digit3 <= 0;
    end
end
endmodule
module binEncode(input [3:0] switch, output reg [7:0] segment);
    always @(switch) begin
        case(switch)
            4'b0000 : segment = 8'b11000000;  
            4'b0001 : segment = 8'b11111001;  
            4'b0010 : segment = 8'b10100100;  
            4'b0011 : segment = 8'b10110000;  
            4'b0100 : segment = 8'b10011001;  
            4'b0101 : segment = 8'b10010010;  
            4'b0110 : segment = 8'b10000010;  
            4'b0111 : segment = 8'b11111000;  
            4'b1000 : segment = 8'b10000000;  
            4'b1001 : segment = 8'b10010000;  
        endcase
    end
endmodule
</file>
<file path="design/flow/run.sh">
#!/bin/bash
# OpenROAD 26Q1-2900-gdf79404cd8, Yosys 0.63+post, stock flow scripts
make -C /OpenROAD-flow-scripts/flow DESIGN_CONFIG=/design/flow/config.mk WORK_HOME=/design/flow/orfs finish
</file>
==> flow_summary.json <==
{
  "cp.depth": 7,
  "combGateArea_um2": 2270,
  "yosys_warnings": 2,
  "synth.area.top_cells": "dfxtp_1, edfxtp_1, dlxtn_1",
  "p_leak_nw": 2.51,
  "p_switching_w": 0.00140,
  "slowest_stage": "or3_4",
  "yosysUniqueCellTypes": 50,
  "hold_ws_ns": 0.211,
  "firstDrtPassIters": 5,
  "die_x_um": 114,
  "globalRouteOverflowTotal": 0,
  "crit_family": "simple AND/OR/NAND/NOR gates",
  "internal_power_w": 0.00456,
  "cp_common_cell": "nor2b_4",
  "ys_sh_mux_pct": 1.27,
  "cts_hold_buf": 0,
  "netlist_area_um2": 3750,
  "detail-route-antenna-nets": 0,
  "rows": 40,
  "yosysMostFrequentCell": "nand2_1",
  "rsz0062_at_grt": "true",
  "fp_util_pct": 30.9,
  "ys_ff": 87,
  "ys_sh_xor_pct": 7.95,
  "gp_congestion": 0.870,
  "dr_wl_met2_um": 4220,
  "clock_power_share_pct": 63.0,
  "path_class": "flop to flop",
  "synth_area_per_cell_um2": 9.37,
  "ir_drop_mv": 0.798,
  "setup_violations": 69,
  "drtIter0Drc": 259,
  "portBuffers": 12,
  "arrival_ns": 1.90,
  "placed_area_um2": 5020,
  "num_vias": 3424,
  "status": "finished, violations left",
  "top_cell_area_share_pct": 15.0,
  "finClkSkew_ns": 0.00669,
  "die_area_um2": 12900,
  "drc_errors": 0,
  "edf_count": 15,
  "syn_inst": 400,
  "grt_pass1_vias": 3352,
  "tightest_slew_ns": 0.388,
  "area_delta_synth_final_pct": 61.1,
  "worst-path-buf-inv": 2,
  "slowest_delay_ns": 0.41,
  "wl_met3_um": 528,
  "adder_share_pct": 2.00,
  "p_per_area_nw_per_um2": 988,
  "slew_viol_final": 0,
  "synthTopCellsByCount": "nand2_1, a21oi_1, dfxtp_1, dlxtn_1",
  "flop_area_um2": 1860,
  "fillers": 1027,
  "top_layer": "met4",
  "ff_type": "dlxtn_1",
  "via_per_inst": 4.83,
  "routed_wl_um": 9480,
  "async_flop_share_pct": 18.4,
  "switching_share_pct": 23.5,
  "compound_area_share_pct": 12.3,
  "dp_hpwl_um": 6090,
  "cp_data_required_time_ns": 1.19,
  "hold_class": "clock port to async pin",
  "antennaDiodeCount": 0,
  "ys_area_um2": 3750,
  "p_comb_share_pct": 0,
  "synth.logic.top_family": "simple AND/OR/NAND/NOR gates",
  "unclocked_pins": 28,
  "dieHeight_um": 114,
  "warning_count": 68,
  "drive_gt1_share_pct": 47.3,
  "violations": "negative setup slack",
  "crit_path_cell_trace": "inv_2, ha_2, nor2b_4, or3_4, a21oi_2, nor2b_4, buf_12",
  "grt_pass1_wl_um": 15400,
  "crit_fanout": 12,
  "wl_met1_um": 4610,
  "end_kind": "flop",
  "core_area_um2": 12100,
  "fin_area_um2": 6040,
  "ys_cells": 400,
  "start_kind": "flop",
  "slew_headroom_pct": 73.8,
  "clk_pin_slew_ns": 0.06,
  "maxCapViolCount": 0,
  "top_area_cell": "dfxtp_1",
  "postLayoutCoreUtil_pct": 49.8,
  "cts_tree": "built",
  "ys_sh_simple_pct": 22.5,
  "untimed_endpoints": 28,
  "grt_usage_pct": 15.1,
  "routedWlPerCell_um": 13.4,
  "grt_max_degree": 18,
  "power_frac_seq_pct": 37.0,
  "final.setup.worst_slack_ns": -0.707,
  "worstRegToRegCells": 7,
  "antenna_found_initial": 0,
  "io_pins": 15,
  "hold_viol": 0
}
worst min-delay path, delay by kind of cell:
kind,cells,cell delay (ns)
buffers and inverters,3,0.31
stage by stage:
stage                     instances  setup TNS, ns  total power [W]  setup slack [ns]
after CTS                       697         -32.42          0.00618            -0.682
final                           709         -34.49          0.00596            -0.707
after detailed placement        657         -35.74          0.00243            -0.762
after global routing            709         -40.21          0.00638            -0.787
after floorplan                 400         -28.11          0.00243            -0.782
after global placement          657         -36.25          0.00243            -0.797
final cells by class:
class	count	share of cell area [%]
multi-input cells	267	37.6
flip-flops and latches	87	30.8
repair buffers	134	19.5
clock buffers	14	5.80
well taps	168	3.48
clock inverters	22	1.64
inverters	17	1.14
timing repair:
item / CTS / global route
resized: 92 / 62
setup endpoints to repair: 82 / 77
cloned: 0 / 1
pin swaps: 40 / 30
setup buffers: 7 / 13
flip-flops by register name, indices dropped and copies added (netlist names), 4 cells and up:
name / flops
digit0: 4
digit1: 4
be2.segment: 7
be1.segment: 7
be3.segment: 7
digit2: 4
digit3: 4
D1_a: 4
D1_seg: 8
be0.segment: 7
count: 27
worst paths after layout:
kind	slack, ns	startpoint	to
max	-0.71	digitSelect[0]	D1_seg[6]
min	0.21	btn[0]	digit2[2]
max reg2reg	-0.71	digitSelect[0]	D1_seg[6]
min reg2reg	0.37	start	start
max in group clk0	0.06	D1_seg[2]	D1_seg[2]
max in group asynchronous	0.79	btn[0]	digit2[1]
min in group clk0	0.37	start	start
min in group clk1	0.49	count[21]	count[21]
power groups by stage:
stage	clock network [W]	logic (W)	registers [W]
6_report	0.00376	0.00000000139	0.00221
5_1_grt	0.00417	0.00000000139	0.00220
4_1_cts	0.00397	0.00000000131	0.00221
cells in the final DEF (no fill, tap or decap), types with 5 or more instances in the layout:
cell and count:
buf_2 5, o21ai_0 14, buf_6 28, xor2_1 16, and4_4 6, clkbuf_2 7, dlxtn_1 28, nand2b_1 6
nand2_1 28, dfxtp_2 17, dfrtp_1 16, clkbuf_16 15, nor3_4 10, buf_4 85, a21oi_1 26, a222oi_1 7
nor2_2 7, inv_1 29, xnor2_1 17, nand3_1 15, dfxtp_1 9, nand4_1 10, edfxtp_1 15, nor3_1 8
nor2_1 12
kinds of logic (layout without fill, tap and decap cells):
group / after synthesis / in the layout
latches: 28 / 28
AND/OR/NAND/NOR: 151 / 151
multiplexers: 4 / 4
buffers and inverters: 46 / 187
AND-OR/OR-AND: 72 / 72
XOR/XNOR: 34 / 34
flip-flops: 59 / 59
adder cells (fa/ha/maj): 6 / 6
metal layers:
metal	GRT usage, %	up-vias
met5	0	-
met3	4.87	12
met2	21.3	79
met4	3.68	0
met1	23.0	1624
li1	-	1709
No activity file was given, so power comes from the tool's default toggle rates.
